**flow/config.mk**
```make
export PLATFORM = sky130hd
export DESIGN_NAME = MovementDatapath
export DESIGN_NICKNAME = MovementDatapath
export VERILOG_FILES = /design/flow/design.v
export SDC_FILE = /design/flow/constraint.sdc
export NUM_CORES = 4
export LEC_CHECK = 1
export CORE_UTILIZATION = 50
```
**flow/constraint.sdc**
```tcl
current_design MovementDatapath

set clk_period 4.5
set clk_io_pct 0.2

create_clock -name clk0 -period $clk_period [get_ports {clk}]

set non_clock_inputs [all_inputs -no_clocks]
set_input_delay [expr $clk_period * $clk_io_pct] -clock clk0 $non_clock_inputs
set_output_delay [expr $clk_period * $clk_io_pct] -clock clk0 [all_outputs]
```
**flow/design.v**
```verilog
module MovementDatapath(clk, reset_n, control, Xout, Yout, Colour, plot, enable, PorB, isShot, XBhold, YBhold, XPhold, YPhold, fly, fall, leave);
	input       clk;
	input       reset_n;
	input [3:0] control;
	input       PorB;
	input 		isShot;
	input 		fly;
	input			fall;
	output reg [7:0] Xout = 50;
	output reg [7:0] Yout = 50;
	output reg [23:0] Colour = CROSSHAIR_COLOUR;
	output reg       plot   = 0;
	output reg       enable = 0;
	output reg		  leave = 0;
	reg       reset = 0;
	output reg [7:0] XPhold = 50;
	output reg [7:0] YPhold = 50;
	output reg [7:0] XBhold = 100;
	output reg signed [7:0] YBhold = 121;
	reg [1:0] drawCounter = 2'b00;
	reg [4:0] XBDraw = 5'b00000;
	reg [3:0] YBDraw = 4'b0000;
	reg right;
	localparam S_PREHOLD = 4'b0100,
				  S_HOLD    = 4'b0000,
				  S_P_CLEAR = 4'b0001,
				  S_P_LEFT  = 4'b0011,
				  S_P_RIGHT = 4'b0010,
				  S_P_DOWN  = 4'b0110,
				  S_P_UP    = 4'b0111,
				  S_P_DRAW  = 4'b0101;
	localparam HITBOX_X = 4'b1110,
				  HITBOX_Y = 4'b1001;
	localparam CROSSHAIR_RED    = 255,
				  CROSSHAIR_GREEN  = 0,
				  CROSSHAIR_BLUE   = 0,
				  CROSSHAIR_COLOUR = (CROSSHAIR_RED*65536) + (CROSSHAIR_GREEN*256) + CROSSHAIR_BLUE,
				  RED_COLOUR       = (194*65536) + (8*256) + 8,
				  WHITE_COLOUR     = (255*65536) + (255*256) + 255,
				  ORANGE_COLOUR    = (255*65536) + (108*256) + 0,
				  BROWN_COLOUR     = (0*65536) + (40*256) + 94,
				  BLACK_COLOUR     = 0;
	always @ (posedge clk, negedge reset_n)
	begin
		if(~reset_n)
		begin
			reset <= 1;
			enable <= 0;
			drawCounter <= 2'b00;
			XBDraw  <= 2'b00;
			YBDraw  <= 2'b00;
			leave <= 0;
		end
		else
		begin
			case(control)
				S_P_CLEAR:
				begin
					Colour <= BLACK_COLOUR;
				end
				S_P_LEFT: 
				begin
					if(PorB && XBhold > 0)
					begin
						leave <= 0;
						XBhold <= XBhold - 1;
						right <= 0;
					end
					else if(~PorB && XPhold > 2)
						XPhold <= XPhold - 1;
				end
				S_P_RIGHT: 
				begin
					if(PorB && XBhold < 160 - (HITBOX_X - 1))  
					begin
						leave <= 0;
						XBhold <= XBhold + 1;
						right <= 1;
					end
					else if(~PorB && XPhold < 158)
						XPhold <= XPhold + 1;
				end
				S_P_DOWN:
				begin
					if(PorB && YBhold < 120 - (HITBOX_Y - 1))  
					begin
						leave <= 0;
						YBhold <= YBhold + 1;
					end
					else if(PorB && fall)
						YBhold <= YBhold + 1;
					else if(~PorB && YPhold < 117)
						YPhold <= YPhold + 1;
				end
				S_P_UP:  
				begin
					if(PorB && YBhold > 0)
					begin
						leave <= 0;
						YBhold <= YBhold - 1;
					end
					else if(PorB && fly)
						YBhold <= YBhold - 1;
					else if(~PorB && YPhold > 0)
						YPhold <= YPhold - 1;
				end
				S_P_DRAW:  
				begin
					if(PorB && fly && (YBhold + 10 == 0))
					begin
						leave <= 1;
						XBhold <= 80;
						YBhold <= 121;
						Colour <= WHITE_COLOUR;
					end
					else if (PorB && fall && (YBhold > 120))
					begin
						leave <= 1;
						XBhold <= 80;
						YBhold <= 121;
						Colour <= WHITE_COLOUR;
					end
					else if (PorB)
						Colour <= WHITE_COLOUR;
					else
						Colour <= CROSSHAIR_COLOUR;
				end
			endcase
			if(~PorB && (control == S_P_CLEAR || control == S_P_DRAW))
			begin
				enable <= 0;
				plot <= 1;
				if(drawCounter == 2'b00)
				begin
					Xout <= XPhold + 1;
					Yout <= YPhold;
				end
				else if(drawCounter == 2'b01)
				begin
					Xout <= XPhold;
					Yout <= YPhold + 1;
				end
				else if(drawCounter == 2'b10)
				begin
					Xout <= XPhold + 2;
					Yout <= YPhold + 1;
				end
				else if(drawCounter == 2'b11)
				begin
					Xout <= XPhold + 1;
					Yout <= YPhold + 2;
					enable <= 1;
					if(reset && control == S_P_CLEAR)
					begin
						XPhold  <= 50;
						YPhold  <= 50;
						reset <= 0;
					end
				end
				else
					plot <= 0;
				drawCounter <= drawCounter + 1;
			end
			else if(PorB && (control == S_P_CLEAR || control == S_P_DRAW))  
			begin
				enable <= 0;
				plot <= 1;
				Xout <= XBhold + XBDraw; 
				Yout <= YBhold + YBDraw;
				if(XBDraw == HITBOX_X)
				begin
					if(YBDraw == HITBOX_Y)
					begin
						enable <= 1;
						if(reset && control == S_P_CLEAR)
						begin
							XBhold  <= 80;
							YBhold  <= 60;
							reset <= 0;
						end
					end
					YBDraw <= YBDraw + 1;
				end
				XBDraw <= XBDraw + 1;
				if (control == S_P_DRAW && fall)  
				begin
					if ((YBDraw == 7 || YBDraw == 6) && XBDraw == 4)
						Colour <= WHITE_COLOUR;
					else if ((YBDraw >= 3 && YBDraw <= 6) &&(XBDraw >= 7 && XBDraw <= 11))
						Colour <= RED_COLOUR;
					else if ((YBDraw >= 4 && YBDraw <= 6) && XBDraw == 12)
						Colour <= RED_COLOUR;
					else if ((YBDraw >= 2 && YBDraw <= 3) &&(XBDraw >= 5 && XBDraw <= 6))
						Colour <= RED_COLOUR;
					else if ((YBDraw >= 0 && YBDraw <= 1) && XBDraw == 7)
						Colour <= RED_COLOUR;
					else if (YBDraw == 3 && XBDraw == 4)
						Colour <= RED_COLOUR;
					else if (YBDraw == 4 && XBDraw == 6)
						Colour <= RED_COLOUR;
					else if (YBDraw == 2 && (XBDraw == 8 || XBDraw == 7))
						Colour <= RED_COLOUR;
					else if ((YBDraw == 7 || YBDraw == 6) && (XBDraw == 0 || XBDraw == 1 || XBDraw == 2))
						Colour <= ORANGE_COLOUR;
					else if ((YBDraw == 2) && (XBDraw == 12 || XBDraw == 11))
						Colour <= ORANGE_COLOUR;
					else if ((YBDraw <= 8 && YBDraw >= 5)  && (XBDraw > 2 && XBDraw <= 5))
						Colour <= BROWN_COLOUR;
					else if ((YBDraw >= 2 && YBDraw <= 5) && (XBDraw > 6 && XBDraw <= 12))
						Colour <= WHITE_COLOUR;
					else if ((YBDraw >= 3 && YBDraw <= 5) && (XBDraw > 3 && XBDraw <= 13))
						Colour <= WHITE_COLOUR;
					else if (YBDraw == 2 && (XBDraw == 5 || XBDraw == 6))
						Colour <= WHITE_COLOUR;
					else if (YBDraw == 1 && (XBDraw > 6 && XBDraw <= 9))
						Colour <= WHITE_COLOUR;
					else if (YBDraw == 0 && (XBDraw > 6 && XBDraw <= 8))
						Colour <= WHITE_COLOUR;
					else
						Colour <= BLACK_COLOUR;
				end
				else if (control == S_P_DRAW && right)  
				begin
					if ((YBDraw == 1 || YBDraw == 2) && XBDraw == 10)
						Colour <= WHITE_COLOUR;
					else if (YBDraw == 1 && XBDraw == 11)
						Colour <= BLACK_COLOUR;
					else if ((YBDraw >= 2 && YBDraw <= 5) &&(XBDraw >= 3 && XBDraw <= 7))
						Colour <= RED_COLOUR;
					else if ((YBDraw >= 2 && YBDraw <= 4) && XBDraw == 2)
						Colour <= RED_COLOUR;
					else if ((YBDraw >= 5 && YBDraw <= 6) &&(XBDraw >= 8 && XBDraw <= 9))
						Colour <= RED_COLOUR;
					else if ((YBDraw >= 7 && YBDraw <= 8) && XBDraw == 7)
						Colour <= RED_COLOUR;
					else if (YBDraw == 5 && XBDraw == 10)
						Colour <= RED_COLOUR;
					else if (YBDraw == 4 && XBDraw == 8)
						Colour <= RED_COLOUR;
					else if (YBDraw == 6 && (XBDraw == 6 || XBDraw == 7))
						Colour <= RED_COLOUR;
					else if ((YBDraw == 1 || YBDraw == 2) && (XBDraw >= 12 && XBDraw <= 14))
						Colour <= ORANGE_COLOUR;
					else if ((YBDraw == 6) && (XBDraw == 2 || XBDraw == 3))
						Colour <= ORANGE_COLOUR;
					else if (YBDraw <= 3  && (XBDraw >= 9 && XBDraw <= 11))
						Colour <= BROWN_COLOUR;
					else if ((YBDraw > 2 && YBDraw <= 6) && (XBDraw >= 2 && XBDraw <= 7))
						Colour <= WHITE_COLOUR;
					else if ((YBDraw > 2 && YBDraw <= 5) && (XBDraw >= 1 && XBDraw <= 10))
						Colour <= WHITE_COLOUR;
					else if (YBDraw == 6 && (XBDraw == 8 || XBDraw == 9))
						Colour <= WHITE_COLOUR;
					else if (YBDraw == 7 && (XBDraw >= 5 && XBDraw <= 7))
						Colour <= WHITE_COLOUR;
					else if (YBDraw == 8 && (XBDraw == 6 || XBDraw == 7))
						Colour <= WHITE_COLOUR;
					else
						Colour <= BLACK_COLOUR;
				end
				else if (control == S_P_DRAW)  
				begin
					if ((YBDraw == 1 || YBDraw == 2) && XBDraw == 4)
						Colour <= WHITE_COLOUR;
					else if (YBDraw == 1 && XBDraw == 3)
						Colour <= BLACK_COLOUR;
					else if ((YBDraw >= 2 && YBDraw <= 5) &&(XBDraw >= 7 && XBDraw <= 11))
						Colour <= RED_COLOUR;
					else if ((YBDraw >= 2 && YBDraw <= 4) && XBDraw == 12)
						Colour <= RED_COLOUR;
					else if ((YBDraw >= 5 && YBDraw <= 6) &&(XBDraw >= 5 && XBDraw <= 6))
						Colour <= RED_COLOUR;
					else if ((YBDraw >= 7 && YBDraw <= 8) && XBDraw == 7)
						Colour <= RED_COLOUR;
					else if (YBDraw == 5 && XBDraw == 4)
						Colour <= RED_COLOUR;
					else if (YBDraw == 4 && XBDraw == 6)
						Colour <= RED_COLOUR;
					else if (YBDraw == 6 && (XBDraw == 8 || XBDraw == 7))
						Colour <= RED_COLOUR;	
					else if ((YBDraw == 1 || YBDraw == 2) && (XBDraw == 0 || XBDraw == 1 || XBDraw == 2))
						Colour <= ORANGE_COLOUR;
					else if ((YBDraw == 6) && (XBDraw == 12 || XBDraw == 11))
						Colour <= ORANGE_COLOUR;
					else if (YBDraw <= 3  && (XBDraw > 2 && XBDraw <= 5))
						Colour <= BROWN_COLOUR;
					else if ((YBDraw > 2 && YBDraw <= 6) && (XBDraw > 6 && XBDraw <= 12))
						Colour <= WHITE_COLOUR;
					else if ((YBDraw > 2 && YBDraw <= 5) && (XBDraw > 3 && XBDraw <= 13))
						Colour <= WHITE_COLOUR;
					else if (YBDraw == 6 && (XBDraw == 5 || XBDraw == 6))
						Colour <= WHITE_COLOUR;
					else if (YBDraw == 7 && (XBDraw > 6 && XBDraw <= 9))
						Colour <= WHITE_COLOUR;
					else if (YBDraw == 8 && (XBDraw > 6 && XBDraw <= 8))
						Colour <= WHITE_COLOUR;
					else
						Colour <= BLACK_COLOUR;
				end
			end
			else
			begin
				plot <= 0;
			end
		end
	end
endmodule
```
**flow/run.sh**
```bash
#!/bin/bash
# OpenROAD 26Q1-2900-gdf79404cd8, Yosys 0.63+post, stock flow scripts
make -C /OpenROAD-flow-scripts/flow DESIGN_CONFIG=/design/flow/config.mk WORK_HOME=/design/flow/orfs finish
```
==> run notes <==
The run has ended; figures from its reports follow.

The fraction of synthesis flops using an asynchronous set or reset pin came out at 15.9%. The fraction of power consumed by combinational cells came out at 43.1%. The biggest cell delay along the critical path came out at 540 ps. The library cell used most frequently in the layout, excluding fill and tap cells, is nand2_1. The headroom to the max-slew limit is between 30% and 40%. The H-tree depth came out at 3. The insertion delay to the later sink of the worst-skew pair is 340 ps. The TritonCTS buffer count came out at 9. The core area came out at about 0.015 mm². The finished layout holds 1170 standard cells, fillers aside. CTS saw 88 sinks. The cell-internal power is 1.94 mW. The cell family contributing the most delay on the critical path is AND-OR/OR-AND gates. The via count of the first global-routing pass came out at 6919. The portion of total power attributed to the clock network came out at 21.8%.

Looking at the post-CTS report, the setup buffer insertion count equals 0. The critical path data arrival time came out at around 3600 ps. The peak supply drop is 228 µV. The summed area of non-filler cells in the final layout is 0.00905 mm². The vertical die dimension is 127 µm. The cell with the largest stage delay on the worst path is dfrtp_1. The overall die area is roughly 0.016 mm². The required time of the critical path is 4690 ps.

The DRC violation count after routing came out at 0. The number of nets still failing antenna checks after routing came out at 0. The post-synthesis cell count came out at 901. The class of the most critical setup path is flip-flop to flip-flop. The element type at the critical path end is a flip-flop. The largest buffer count on any clock path is 2.

The first global-routing pass estimated 36.8 mm of wire. The part of the Yosys area used for sequential elements is 32.8%. The most common logic cells in the final layout are nand2_1 (100), nor2_1 (92), clkdlybuf4s50_1 (82). The power per standard cell area is between 300 and 400 mW/mm². The CTS clock-pin slew for the worst setup and hold paths came out at 70 ps. The switching portion of total power is about two fifths. In this run the maximum-capacitance check reported violations numbering 0. The final setup skew came out at 10.3 ps.

The flow measured a signed area growth from synthesis to layout of 15.3%. The placed standard-cell area is 0.00877 mm². The average instance in the mapped netlist occupies 8.71 µm². The I/O pin count is roughly 85.

The utilization after layout came out at between 50% and 60%. The register share of total power came out at 35.1%. The maximum number of pins on one net before global-route repair came out at slightly above 50. The half-perimeter wire length after detailed placement is 16.7 mm. The total overflow left after global routing is 0. The class of the tightest hold or removal check is flip-flop to flip-flop. The number of buffer and inverter instances along the worst setup path is 1. The analysis attributes to cell leakage a power of between 3 and 4 nW. The number of distinct library cells after synthesis came out at 103.

The number of port buffers is 83. The synthesis report names the predominant flop master as edfxtp_1. The first-pass detailed-route iteration total is 5. In this run the critical path is formed by inv_1 > ha_1 > nor3b_2 > or4_4 > o211ai_2 > a211oi_2 > o41ai_2 > o221ai_2 > a21oi_1. The weighted congestion reported at the end of routability-driven placement came out at 1.01. The initial detailed-routing violation count came out at 807. After detailed routing, the number of vias per cell comes to 6.31. The buffer cell driving the clock tree root is clkbuf_16.

The worst setup path is launched from a flip-flop. The number of vias in the routed layout is 7387. The final period utilization is between 70% and 80%. The highest achievable clock rate is a little under 300 MHz. At the pin with the least slew margin, the transition time is between 800 and 900 ps.

The yosys stat cell total came out at 901. The reported net switching power is 1.34 mW. Cells with a size suffix above 1 make up 8.65% of the layout. The aggregate negative setup slack is 0 ps.

TritonCTS built the clock tree. Setup repair after global routing left no endpoint under its margin. The total standard cell area after synthesis is just under 0.008 mm². In the final report, the number of pins over their slew limit comes to 0.

The number of hold buffers added after CTS was 0. The tool warning count for the run is 52. The warning tally printed by Yosys for this design is 1.

After clock tree synthesis, the repair step resized 0 gates. The number of antenna violations at the first check in global routing came out at 0. In the global route stage, overall resource usage came out at between 20 and 30%.

The routed length per placed instance is about 20 µm. The hold violation total from the final report is 0. In this run, synthesis produced a sequential element count of approximately 90. The flow ran to the end, and the final reports show no timing, DRC or antenna violations. Summing internal, switching and leakage power gives approximately 3.3 mW. Per the placement report, the placed cell count is ~1200.

The critical-path maximum fanout is 13. The number of enable flip-flop cells came out at 74. The floorplan die width is ~130 µm. The number of antenna repair diodes came out at 0. The summed standard-cell area reported by yosys came out at 0.00785 mm². The overall routed net length came out at 22.9 mm.

The count of final setup violators came out at 0. According to the floorplan log, the row count is 45. Subtracting the final worst setup slack from the clock period gives approximately 3400 ps. At the floorplan stage, the core utilization is reported as around half.
[area by class of cell]
class | instances | area, µm²
sequential | 88 | 2570
timing repair buffer | 102 | 971
clock inverter | 6 | 52.6
clock buffer | 10 | 229
multi-input combinational | 718 | 4830
tap | 211 | 264
fill | 1254 | 6210
inverter | 35 | 131
[through the flow]
step	hold WS [ps]	setup WS, ps
6_report	461	1050
5_1_grt	498	868
4_1_cts	466	1140
3_5_place_dp	455	801
3_3_place_gp	450	846
2_1_floorplan	426	1610
[metal layers]
layer	vias up	global-route usage, %	part of all wire [%]
met5	-	0	0
met1	3497	50.4	48
met2	389	41.5	41
li1	3465	-	-
met3	36	6.14	9.4
met4	0	5.04	1.6
[cell families after synthesis]
family	count (synthesis)	share of synthesized area, %
AOI/OAI and AO/OA	248	22.8
buffers and inverters	95	5.66
muxes	11	1.47
xor gates and xnor gates	46	5.13
DFF	88	32.8
and+or+nand+nor	367	24.6
adders and majority gates	46	7.53
[power by group through the flow]
stage	registers (mW)	clock network, mW	logic [mW]
4_1_cts	1.15	0.728	1.38
5_1_grt	1.17	0.761	1.54
6_report	1.15	0.714	1.41
[worst reg2reg max path, stage by stage (launching register included)]
cell and delay (ps):
dfrtp_1 540, inv_1 300, ha_1 520, nor3b_2 120, or4_4 530, o211ai_2 290, a211oi_2 140, o41ai_2 420
o221ai_2 240, a21oi_1 200
[worst paths after layout]
kind | slack [ps] | cells past startpoint | startpoint | endpoint
max | 1050 | 9 | YBDraw[1] | Colour[21]
min | 460 | 1 | reset | reset
max reg2reg | 1050 | 9 | YBDraw[1] | Colour[21]
min reg2reg | 460 | 1 | reset | reset
max in group asynchronous | 3110 | 2 | reset_n | enable
min in group asynchronous | 620 | 1 | reset_n | YBDraw[2]
[synth_stat cells, types with 9 or more instances]
cell type / n / area share (%)
a21oi_1: 57 / 3.6
xor2_1: 16 / 1.8
a211oi_1: 10 / 0.96
a31oi_1: 16 / 1.3
edfxtp_1: 74 / 28
nor3_1: 17 / 1.1
o21ai_0: 50 / 3.2
nor2b_1: 13 / 1.0
and2_1: 9 / 0.72
nand4_1: 17 / 1.4
nand3_1: 27 / 1.7
ha_1: 44 / 7.0
inv_1: 34 / 1.6
buf_2: 12 / 0.77
nor2_1: 92 / 4.4
o2111ai_1: 10 / 1.1
nand2_1: 100 / 4.8
xnor2_1: 30 / 3.3
clkbuf_1: 34 / 1.6
and3_1: 14 / 1.1
dfrtp_1: 13 / 4.1
[state kept, by name (all words and copies together) (netlist names)]
| register | count |
|---|---|
| Colour | 24 |
| XBhold | 8 |
| XPhold | 8 |
| Xout | 8 |
| YBhold | 8 |
| YPhold | 8 |
| Yout | 8 |
| XBDraw | 5 |
| YBDraw | 4 |
| drawCounter | 2 |
| enable | 1 |
| leave | 1 |
| plot | 1 |
| reset | 1 |
| right | 1 |
Power figures rest on the tool's default switching activity, not on a simulated workload.
